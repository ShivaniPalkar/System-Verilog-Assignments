--- run.sh ---
#!/bin/bash
# OpenROAD 26Q1-2900-gdf79404cd8, Yosys 0.63+post, stock flow scripts
make -C /OpenROAD-flow-scripts/flow DESIGN_CONFIG=/design/flow/config.mk WORK_HOME=/design/flow/orfs finish
--- config.mk ---
export PLATFORM = sky130hd
export DESIGN_NAME = ActivationWindow
export DESIGN_NICKNAME = ActivationWindow
export VERILOG_FILES = /design/flow/design.v
export SDC_FILE = /design/flow/constraint.sdc
export NUM_CORES = 4
export LEC_CHECK = 1
export CORE_UTILIZATION = 50
--- constraint.sdc ---
current_design ActivationWindow

set clk_period 7.8
set clk_io_pct 0.2

create_clock -name clk0 -period $clk_period [get_ports {Clock}]

set non_clock_inputs [all_inputs -no_clocks]
set_input_delay [expr $clk_period * $clk_io_pct] -clock clk0 $non_clock_inputs
set_output_delay [expr $clk_period * $clk_io_pct] -clock clk0 [all_outputs]
--- design.v ---
module ActivationWindow
  # (parameter WIDTH = 10, ACT_CMD = 4)
  (
    input logic Clock, Reset, ACTREQ,
    output logic ACTOK
  );
  logic [WIDTH-1:0] OP;
  int ACT_CNT;
  always_ff @(posedge Clock, negedge Reset)
    begin
      if(!Reset)
        begin
          OP <= '0;
          ACTOK <= 1'b0;
          ACT_CNT <= '0;
        end
      else begin
        case (ACTREQ)
          1'b0:  
            begin 
              OP <= {OP[WIDTH-2:0],ACTREQ};
              ACT_CNT <= ((ACT_CNT <= ACT_CMD) && (OP[WIDTH-1] == 1'b1)) ? (ACT_CNT - 1'b1) : (ACT_CNT);
              ACTOK <= (ACT_CNT < ACT_CMD) ? 1'b1 : 1'b0;
            end
          1'b1:  
            begin
              if ((ACT_CNT < ACT_CMD) && (OP[WIDTH-1] == 1'b0))
                begin ACTOK <= 1'b1;
                  OP <= {OP[WIDTH-2:0],ACTREQ};
                  ACT_CNT <= ACT_CNT + 1'b1 ; 
                end
              else if((ACT_CNT <= ACT_CMD) && (OP[WIDTH-1] == 1'b1)) 
                begin
                  ACTOK <= 1'b1;
                  OP <= {OP[WIDTH-2:0],ACTREQ};
                  ACT_CNT <= ACT_CNT;
                end
              else  
                begin
                  ACTOK <= 1'b0;
                  OP <= {OP[WIDTH-2:0],1'b0};
                  ACT_CNT <= ACT_CNT;
                end  
            end
        endcase
      end
    end
endmodule
==> qor.tcl <==
set qor(drv_slew) 0
set qor(critical_path.reg2reg.startpoint) {ACT_CNT[1]}
set qor(fp-utilization_pct) 52.2
set qor(number_of_top_level_pins) 4
set qor(grt_pass1_vias) 2302
set qor(hp-start) {OP[1]}
set qor(leakagePower_uw) 0.00155
set qor(grt_setup_unrepaired) {no}
set qor(buffer_ports.inserted) 3
set qor(final_core_utilization_pct) 55.7
set qor(min-delay-path-class) {reg -> reg}
set qor(final_layout_size_suffix_gt1_share_pct) 8.55
set qor(diodes) 0
set qor(cts_root_buf) {sky130_fd_sc_hd__clkbuf_8}
set qor(area_growth_pct) 6.51
set qor(ys_warn_count) 1
set qor(cts_tree) {done}
set qor(hold_viol) 0
set qor(hold_buffer_count_at_cts) 0
set qor(synth_area_per_cell_um2) 8.97
set qor(areal_power_density_over_the_cells_nw_per_um2) 444
set qor(fin_skew_ps) 5.87
set qor(synth-cells-yosys) 347
set qor(hpwl_um) 4630
set qor(post-route-drc-count) 0
set qor(pin_count_of_the_biggest_net_entering_global_routing) 44
set qor(path_clk_slew_ps) 90
set qor(timing.critical_path.fanout_max) 33
set qor(synth-area-yosys_um2) 3110
set qor(htree_num_levels) 2
set qor(seq_power_share_pct) 27.7
set qor(report.final.setup_viol) 0
set qor(die_h_um) 80.9
set qor(clock_power_share_pct) 12.4
set qor(grt_antenna_before_repair) 0
set qor(critical_path.reg2reg.endpoint) {ACT_CNT[29]}
set qor(gr-total-overflow) 0
set qor(clock_sink_count) 43
set qor(setup_total_negative_slack_ps) 0
set qor(ctsResizeCount) 0
set qor(ys_seq_share_pct) 34.6
set qor(worst_slack_ps) 2950
set qor(combGateArea_um2) 1950
set qor(cts-root-to-sink-buffers) 2
set qor(dp_cells) 418
set qor(grt_first_pass_wirelength_um) 10900
set qor(criticalPathCategory) {in -> reg}
set qor(max_slew_headroom_pct) 63.9
set qor(asyncSetResetFlopFracSynth_pct) 100
set qor(synth.distinct_cells) 55
set qor(finish.cell_count_without_fillers) 426
set qor(reg2reg_slack_ps) 4750
set qor(power.combinational.fraction_pct) 59.9
set qor(worstSetupEndpointType) {flop}
set qor(numSynthFlops) 43
set qor(floorplan.rows) 28
set qor(syn-cell-area_um2) 3110
set qor(ff2ff_path_depth) 10
set qor(detail_route.wl_per_cell_um) 14.9
set qor(vdd.ir_drop.worst_mv) 0.195
set qor(sequential_cell_area_um2) 1080
set qor(cp-start-kind) {input pin}
set qor(clk-insertion-delay-late_ps) 300
set qor(final_period_minus_worst_setup_slack_ps) 4850
set qor(worstHoldPathCells) 0
set qor(firstDrtPassIters) 4
set qor(fin_crit_sh_pct) 62.2
set qor(dr.first_iter.drc_count) 137
set qor(cellInternalPower_uw) 812
set qor(outcome) {finished, final reports clean}
set qor(switching_share_pct) 44.8
set qor(dieWidth_um) 80.9
set qor(warnings) 25
set qor(placeableCoreArea_um2) 5960
set qor(synth-edff-count) 0
set qor(critical_path_arrival_ps) 5020
set qor(fmaxAchievable_mhz) 206
set qor(drt_wl_total_um) 6350
set qor(globalplace.congestion) 0.907
set qor(hold_end) {OP[2]}
set qor(nFillCells) 526
set qor(post_synth_inst_count) 347
set qor(dpl_worst_slack_ps) 2690
set qor(cts_buffers) 5
set qor(switchingPower_uw) 658
set qor(drt.antenna.violating_nets) 0
set qor(cp_data_required_time_ps) 7970
set qor(yosys_most_used_dff) {sky130_fd_sc_hd__dfrtp_1}
set qor(tightest_pin_transition_ps) 542
set qor(vias_per_cell) 5.70
set qor(vias) 2427
set qor(timing.max_cap.violations) 0
set qor(postCtsSetupBuffers) 0
set qor(gr-usage-all-layers_pct) 22.0
set qor(die_area_um2) 6540
==> critical path, cell delays in order <==
cell and delay [ps]:
sky130_fd_sc_hd__clkdlybuf4s50_1 490, sky130_fd_sc_hd__inv_1 90, sky130_fd_sc_hd__buf_4 370, sky130_fd_sc_hd__ha_1 320, sky130_fd_sc_hd__a211oi_1 280, sky130_fd_sc_hd__o21ai_1 190, sky130_fd_sc_hd__o221ai_1 380, sky130_fd_sc_hd__a21oi_1 160
sky130_fd_sc_hd__o311ai_1 440, sky130_fd_sc_hd__o21ai_1 220, sky130_fd_sc_hd__a31oi_1 260, sky130_fd_sc_hd__xor2_1 170, sky130_fd_sc_hd__o21ai_0 80
==> power by group through the flow <==
stage	clock [uW]	sequential, uW	combinational, uW
CTS	188	409	882
global route	200	421	1000
finish	182	407	881
==> cell usage after synthesis (13+ instances only) <==
cell type,count,area [um2]
sky130_fd_sc_hd__nand2_1,50,188
sky130_fd_sc_hd__dfrtp_1,43,1080
sky130_fd_sc_hd__o21ai_0,35,175
sky130_fd_sc_hd__ha_1,30,375
sky130_fd_sc_hd__a21oi_1,27,135
sky130_fd_sc_hd__a21o_1,21,158
sky130_fd_sc_hd__xnor2_1,17,149
sky130_fd_sc_hd__nor2_1,16,60.1
sky130_fd_sc_hd__xor2_1,13,114
==> sequential cells by signal (all words and copies together) (netlist names) <==
signal	cells
ACT_CNT	32
OP	10
ACTOK	1
==> worst max-delay path by stage <==
stage | startpoint | endpoint | slack, ps
after CTS | ACTREQ | ACT_CNT[29] | 3010
after global routing | ACTREQ | ACT_CNT[29] | 2690
final | ACTREQ | ACT_CNT[29] | 2950
==> routing by layer <==
layer / GRT usage, % / vias up / part of all wire, % / routed length, um
li1: - / 1274 / - / -
met1: 35.4 / 1120 / 53 / 3350
met2: 33.3 / 28 / 43 / 2750
met3: 3.08 / 5 / 2.9 / 186
met4: 2.50 / 0 / 1.0 / 66
met5: 0 / - / 0 / 0
==> kinds of logic (layout without fill, tap and decap cells) <==
family / count (synthesis) / after routing / share of synthesized area [%]
buffers and inverters: 17 / 21 / 2.65
AND-OR/OR-AND: 122 / 122 / 25.8
flip-flops: 43 / 43 / 34.6
multiplexers: 2 / 2 / 0.684
AND/OR/NAND/NOR: 102 / 102 / 15.2
XOR/XNOR: 30 / 30 / 8.44
adder cells (fa/ha/maj): 31 / 31 / 12.7
==> metrics by stage <==
stage / power [uW] / hold slack [ps] / area, um2
2_1_floorplan: 1120 / 331 / 3110
3_5_place_dp: 1290 / 335 / 3200
4_1_cts: 1480 / 356 / 3310
6_report: 1470 / 355 / 3310
3_3_place_gp: 1280 / 333 / 3200
5_1_grt: 1620 / 363 / 3310
==> layout by cell type (no fill, tap or decap), types with 2 or more instances in the layout <==
cell type and count:
sky130_fd_sc_hd__a211oi_1 3, sky130_fd_sc_hd__a21o_1 21, sky130_fd_sc_hd__a21oi_1 27, sky130_fd_sc_hd__a31oi_1 3, sky130_fd_sc_hd__and2_2 2, sky130_fd_sc_hd__buf_4 3, sky130_fd_sc_hd__clkbuf_8 5, sky130_fd_sc_hd__clkdlybuf4s50_1 2
sky130_fd_sc_hd__dfrtp_1 43, sky130_fd_sc_hd__ha_1 30, sky130_fd_sc_hd__inv_1 7, sky130_fd_sc_hd__nand2_1 50, sky130_fd_sc_hd__nand2b_1 3, sky130_fd_sc_hd__nand3_1 6, sky130_fd_sc_hd__nand4_1 4, sky130_fd_sc_hd__nor2_1 16
sky130_fd_sc_hd__nor2b_1 3, sky130_fd_sc_hd__nor3_1 5, sky130_fd_sc_hd__nor4_1 7, sky130_fd_sc_hd__o21a_1 2, sky130_fd_sc_hd__o21ai_0 35, sky130_fd_sc_hd__o21ai_1 7, sky130_fd_sc_hd__o21ai_2 2, sky130_fd_sc_hd__or2_2 2
sky130_fd_sc_hd__xnor2_1 17, sky130_fd_sc_hd__xor2_1 13
==> cell type report <==
type                            count  area share [%]
Sequential cell                    43            32.5
Tap cell                           75            2.83
Clock inverter                      3            1.43
Clock buffer                        5            2.08
Inverter                            7           0.793
Multi-Input combinational cell    287            59.0
Timing Repair Buffer                6            1.43
No activity file was given, so power comes from the tool's default toggle rates.
