[./run.sh]
#!/bin/bash
# OpenROAD 26Q1-2900-gdf79404cd8, Yosys 0.63+post, stock flow scripts
make -C /OpenROAD-flow-scripts/flow DESIGN_CONFIG=/design/flow/config.mk WORK_HOME=/design/flow/orfs finish
[./config.mk]
export PLATFORM = sky130hd
export DESIGN_NAME = BarrelShifter
export DESIGN_NICKNAME = BarrelShifter
export VERILOG_FILES = /design/flow/design.v
export SDC_FILE = /design/flow/constraint.sdc
export NUM_CORES = 4
export LEC_CHECK = 1
export CORE_UTILIZATION = 40
[./constraint.sdc]
current_design BarrelShifter

set clk_period 1.9
set clk_io_pct 0.2

create_clock -name clk0 -period $clk_period

set non_clock_inputs [all_inputs -no_clocks]
set_input_delay [expr $clk_period * $clk_io_pct] -clock clk0 $non_clock_inputs
set_output_delay [expr $clk_period * $clk_io_pct] -clock clk0 [all_outputs]
[./design.v]
module BarrelShifter #(parameter DATAWIDTH = 32) (In, ShiftAmount, ShiftIn, Out);
  localparam muxNum = ($clog2(DATAWIDTH)); 
  input logic [DATAWIDTH-1:0]In;
  input logic ShiftIn;
  input logic [muxNum-1:0]ShiftAmount;
  output logic [DATAWIDTH-1:0]Out;
  logic [DATAWIDTH-1:0] op [muxNum:0];  
  genvar i;
  assign op[0] = In;          
  assign Out = op[muxNum];    
  generate
    for(i = 0; i < muxNum; i = i+1)  
      begin
        MuxNbits #(DATAWIDTH) M( op[i], {{op[i][0+:DATAWIDTH-(2**(muxNum-1-i))]}, {(2**(muxNum-1-i)){ShiftIn}}} , ShiftAmount[muxNum-1-i], op[i+1]);
      end
  endgenerate
endmodule
module MuxNbits(D0, D1, Sel, Y);
  parameter DATAWIDTH = 32;
  input logic [DATAWIDTH-1:0]D0, D1;
  input logic Sel;
  output logic [DATAWIDTH-1:0]Y;
  assign #5 Y = (Sel) ? D1 : D0;
endmodule
==> notes.md <==
Quick summary of the implementation run below.

Entering global routing, the biggest net connects 17 pins. The vertical die dimension is 78.3 um. The number of standard cells reported by yosys is 281. The last weighted congestion value of the routability-driven placer is 0.931. The netlist area before placement came out at 0.00233 mm2.

The number of cells produced by synthesis came out at 281. The initial core utilization is 42.0%. The Yosys warning count came out at 3. The share of synthesized cell area in and-or and or-and compound cells is 28.2%. The placement stage leaves a total instance area of 0.00381 mm2. The number of distinct library cells after synthesis is 54. The run ended at global routing (5_1_grt). The post-place setup slack came out at -1080 ps. In this run, the synthesized area fraction spent on adder and majority cells is recorded as 0%. The number of placement rows is 27. The worst setup endpoint after the global-route repair_timing is Out[22]. Buffers inserted to repair hold after CTS numbered 0. The tool reported: "[ERROR DPL-0036] Detailed placement failed". After synthesis, the mean cell area works out to 8.28 um2. The flow did not finish. For this run, the chip area from Yosys synthesis comes to 0.00233 mm2. The cell-mix breakdown from Yosys lists the XOR/XNOR area share as 0%.

The multiplexer share of the synthesized area came out at 48.3%. Measured along the x axis, the die boundary spans 78.3 um. The floorplan report gives the top-level pin count as 70.

Summing the areas of all and, or, nand and nor instances in the mapped netlist gives 15.8% of the synthesized area. The sequential element share of the synthesized area is 0%. The count of input and output buffers came out at 70. Detailed placement ended at an HPWL of 7.61 mm.

Of the combinational cells, the family taking the most area is multiplexers. After the last repair the worst path ends at a primary output.
cells in the mapped netlist, drive strengths merged (2+ instances only):
cell	number	area share [%]
or3b	2	0.75
nand2b	8	2.2
a21boi	4	1.3
or3	2	0.54
mux2	38	19
o211ai	5	1.6
nor2b	4	1.1
nand3	3	0.64
o221ai	5	1.9
o311ai	2	0.75
a21o	2	0.64
o2bb2ai	2	0.75
a21oi	15	3.2
o221a	2	0.97
clkbuf	9	1.5
nor3	5	1.1
or2	4	1.1
a211oi	2	0.64
a211o	2	0.75
o21a	2	0.64
mux2i	26	11
o22ai	10	2.7
nand2	21	3.4
buf	19	5.6
nor3b	2	0.64
a22oi	9	2.9
a32oi	7	2.6
nor2	17	2.8
inv	3	0.48
o21ai	15	3.2
mux4	19	18
what timing repair did:
item                                    in CTS
gates cloned                                 4
buffers inserted                            67
endpoints found under the setup margin      32
gates resized                              373
pin swaps                                   62
cell families after synthesis:
group | count (synthesis)
AND-OR/OR-AND | 93
buffers and inverters | 32
AND/OR/NAND/NOR | 73
multiplexers | 83
per-stage QoR:
stage / power (W) / instances
global placement: 0.00108 / 498
floorplan: 0.000511 / 281
CTS: 0.00141 / 567
detailed placement: 0.00107 / 498
Power figures rest on the tool's default switching activity, not on a simulated workload.
