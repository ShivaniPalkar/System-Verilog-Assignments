**flow/run.sh**
```bash
#!/bin/bash
# OpenROAD 26Q1-2900-gdf79404cd8, Yosys 0.63+post, stock flow scripts
make -C /OpenROAD-flow-scripts/flow DESIGN_CONFIG=/design/flow/config.mk WORK_HOME=/design/flow/orfs finish
```
**flow/config.mk**
```make
export PLATFORM = sky130hd
export DESIGN_NAME = AddSub8Bit
export DESIGN_NICKNAME = AddSub8Bit
export VERILOG_FILES = /design/flow/design.v
export SDC_FILE = /design/flow/constraint.sdc
export NUM_CORES = 4
export LEC_CHECK = 1
export CORE_AREA = 10 10 70 70
export DIE_AREA = 0 0 80 80
```
**flow/constraint.sdc**
```tcl
current_design AddSub8Bit

set clk_period 6.1
set clk_io_pct 0.2

create_clock -name clk0 -period $clk_period

set non_clock_inputs [all_inputs -no_clocks]
set_input_delay [expr $clk_period * $clk_io_pct] -clock clk0 $non_clock_inputs
set_output_delay [expr $clk_period * $clk_io_pct] -clock clk0 [all_outputs]
```
**flow/design.v**
```verilog
module AddSub8Bit (result, x, y, ccn, ccz, ccv, ccc, sub);
  parameter BITS=8;
  input logic [BITS-1:0] x;
  input logic [BITS-1:0] y;
  input logic sub;
  output logic [BITS-1:0] result;
  output logic ccn, ccz, ccv, ccc;
  wire [BITS:0]c;  
  logic [BITS-1:0]localY;  
  logic checkNeg;
  genvar i;
  generate
    for (i=0;i<BITS;i=i+1)
      fulladder FA(result[i],c[i+1],x[i],localY[i],c[i]);
  endgenerate
  genvar j;
  generate
    for(j=0;j<BITS;j=j+1)
      begin
        xor xorY(localY[j],y[j],sub);
      end
  endgenerate
  nor
  nor1 (ccz, result[0],result[1],result[2],result[3],result[4],result[5],result[6],result[7]);
  and
  a1(c[0], sub, 1'b1),
  a2(ccc, c[BITS], 1'b1),
  a3(checkNeg, sub, c[BITS]);
  xor
  xor1(ccv, c[BITS], c[BITS-1]),
  xor2(ccn, checkNeg, sub);
endmodule
module fulladder(sum, cout, x, y, cin);
  input logic x, y, cin;
  output logic cout, sum;
  wire w0, w1, w2;
  xor
  xor1(w0,x,y),
  xor2(sum,w0,cin);
  and
  and1(w1,w0,cin),
  and2(w2,x,y);
  or
  or1(cout,w1,w2);
endmodule: fulladder
```
==> run summary <==
Total number of vias: 320
Sequential power share: 0%
Final sequential cell count: 0
Crit Path Max Fanout: 2
Core Rows: 21
Wire per inst: 9.79 microns
Sequential cell area fraction in the yosys report: 0%
Setup repair after global routing missed its margin: no
Gate Area: 298 sq um
Floorplan Utilization: 11.0%
Largest net degree at the start of global routing: 8
Max Cap Viol: 0
Post-layout min period: 5.92 ns
Setup crit end kind: primary output
Fin. max-slew vios: 0
Width of the chip: 80 microns
Fmax: 0.169 GHz
Chip area: 6400 sq um
Syn_area_per_cell: 8.76 sq um
Antenna violations before repair: 0
Synth top area cells: fa_1, buf_4, xnor2_1, inv_1, xor2_1
Internal Power: 0.0000621 W
# setup viols final: 0
Drt total wl: 1.12 mm
Dpl ws: -0.879 ns
Cells after DPL: 113
DRC violations left: 0
Fin. Hold Viols: 0
Vias in the first global route: 396
Switching Fraction: 33.0%
Layout cells sized above 1: 30.9%
Critical path type: in2out
Hold WC Path Type: in2out
Global-route usage over all layers: 3.69%
Final cell count without fillers: 114
CP arrival: 4.70 ns
Area Overhead vs Synth: 91.7%
PD cells: 128 nW/um^2
Antenna-violating nets left: 0
Critical path launch point type: input pin
Port bufs: 29
Maximum VDD drop: 0.0000506 V
Tcrit/Tclk final: 97.0%
Via-to-Cell Ratio: 2.81
Drt first pass iters: 2
Die Y: 80 microns
Outcome: finished clean
Area of the mapped netlist: 377 sq um
Ys cells: 43
Comb power frac: 100.0%
GPL Wtd Cong: 0.816
Setup ws final: 0.181 ns
Core Region: 3420 sq um
Chip Area, Yosys: 377 sq um
GR Overflow Total: 0
N_diodes: 0
Dominant cell type by area after synthesis: fa_1
Register Area: 0 sq um
Initial DRC Count: 4
Filler instances: 384
Clk_buf instances: 0
WP data required: 4.88 ns
P_sw: 0.0000306 W
Clock power frac: 0%
Synth warn: 0
Unique masters post-synth: 10
Top cell area share: 37.2%
Ports: 29
Slew @ Worst Pin: 0.240 ns
Gate Count Post-Synth: 43
First-pass GRT wire length: 1.90 mm
OpenROAD warning count: 33
Slew HR: 84.0%
Pleak: 0.299 nW
-- worst max-delay path: stages --
cell,delay (ns)
buf_2,0.12
mux2i_2,0.15
fa_2,0.36
fa_2,0.35
fa_2,0.35
fa_2,0.39
fa_2,0.35
fa_2,0.36
inv_2,0.06
fa_1,0.43
nand4b_1,0.21
nor4_2,0.20
buf_2,0.14
-- kinds of logic (layout without fill, tap and decap cells) --
logic type | Yosys count | in the layout | share of synthesized area [%]
XOR/XNOR | 9 | 9 | 20.9
adder cells (fa/ha/maj) | 7 | 7 | 37.2
AND/OR/NAND/NOR | 4 | 4 | 8.31
multiplexers | 1 | 1 | 2.66
buffers and inverters | 22 | 47 | 30.9
-- path summary, 6_finish.rpt --
check  from   to  cells after the start
max    y[0]  ccz                     13
min    x[0]  ccz                      5
-- timing repair --
item	4_1_cts	5_1_grt
buffers inserted	0	1
pin swaps	9	7
hold buffers	0	0
gates resized	33	2
setup endpoints to repair	6	3
-- cells in the mapped netlist, drive strengths merged --
cell / n
nand4b: 1
nor4: 1
mux2i: 1
nor2b: 1
nand2: 1
xnor2: 7
xor2: 2
fa: 7
inv: 13
buf: 9
-- power groups by stage --
stage / registers (W) / logic (W) / clock network [W]
4_1_cts: 0 / 0.0000958 / 0
5_1_grt: 0 / 0.000104 / 0
6_report: 0 / 0.0000927 / 0
-- cell usage in the layout (no fill, tap or decap) --
master,count
buf_6,1
xor2_1,2
mux2i_2,1
inv_2,2
nand2_1,1
xnor2_4,1
buf_4,5
buf_8,1
nor2b_1,1
clkdlybuf4s50_1,23
inv_1,11
nand4b_1,1
dlygate4sd2_1,1
clkbuf_2,1
nor4_2,1
xnor2_1,6
buf_2,2
fa_1,1
fa_2,6
-- stage by stage --
stage          TNS [ns]  instance area (sq um)  util [%]  hold WS, ns  power [W]
6_report              0                    722      21.1         3.06  0.0000927
5_1_grt               0                    722      21.1         3.11   0.000104
4_1_cts         -0.0103                    716      21.0         3.05  0.0000958
3_5_place_dp      -1.96                    687      20.1         3.54  0.0000896
3_3_place_gp      -1.87                    687      20.1         3.54  0.0000891
2_1_floorplan         0                    377         -         2.61  0.0000487
-- final cells by class --
cell class         instances  share of cell area (%)
multi-input cells         21                    41.2
inverters                 13                    6.76
well taps                 46                    7.97
repair buffers            34                    44.0
-- per-layer routing --
metal / up-vias / track usage (%) / share of wire, %
met2: 18 / 5.30 / 42
met1: 139 / 5.59 / 47
met3: 0 / 1.14 / 11
li1: 163 / - / -
met5: - / 0 / 0
met4: 0 / 0 / 0
Power and IR drop assume default switching activity.
